==> flow/design.v <==
interface encoder_if;
  logic [3:0] in;
  logic[1:0] out;
endinterface
module DebitPin #(parameter passkey = 8'b10100101)(
    input [3:0] digit_switches,
    input clk, reset, submit,
    output waiting, correct, incorrect,bug
);
    wire [1:0] digit;
    priorityEncoder priority_enc(
        .in(digit_switches),
        .out(digit)
    );
    PinCheck #(passkey) pinchk(
        .digit(digit),
        .submit(submit), .reset(reset), .clk(clk),
        .waiting(waiting), .correct(correct), .incorrect(incorrect),.bug(bug)
    );
endmodule
module priorityEncoder(
	input [3:0] in,
	output reg [1:0] out
	);
	always @(*)begin
      casez(in)
		4'b1???:out=3;
		4'b01??:out=2;
		4'b001?:out=1;
		4'b0001:out=0;
		default:begin
			out=1'bx;
			end
		endcase
	end
endmodule
module HoldLED #(parameter length= 250_000_000)(
	input clk,reset_n,
	output LED
	);
	reg [27:0] counter;
	always @(posedge clk or negedge reset_n)begin
		if(~reset_n) begin
			counter<= 0;
		end else if(counter<length)begin
			counter<= counter+1;
		end else begin
			counter<= length;
		end
	end
	assign LED = (counter < length);
endmodule 
module PinCheck #(parameter passkey = 8'b10100101)(
    input [1:0] digit,
    input submit, reset, clk,
    output reg waiting, correct, incorrect,bug
);
   reg [2:0] state;
	reg update;
	reg verify;
	reg [2:0] dig_count;
	reg [7:0] password;
	reg firstDigit,secondDigit;
	reg right_wrong_in;
	wire right_wrong_out;
	reg [1:0] digit_stw;
	 HoldLED holdLED(
		.clk(clk),
		.reset_n(right_wrong_in),
		.LED(right_wrong_out)
	 );
		always @(posedge clk or posedge reset) begin
		end
		always @(posedge clk) begin
			if(reset) begin
				password <= 0;
				dig_count<=0;
				verify<=0;
			end else if(firstDigit) begin
				password <= {password[6:0],digit_stw[1]};
				secondDigit<=1;
				firstDigit<=0;
			end else if(secondDigit ) begin
				password <= {password[6:0],digit_stw[0]};
				secondDigit<=0;
				dig_count<= dig_count+1;
			end else if (submit && (state == 0 || state  == 1)) begin
				firstDigit<=1;
				digit_stw<=digit;
				if (dig_count == 4) dig_count <=0;
			end
		end
		always @(posedge clk) begin
			if(reset) begin
				state <= 0;
				correct<=0;
				incorrect<=0;
				bug<=0;
		  end else begin
			  case(state)
				0:begin 
					if (submit) state<=1;
					waiting<=1;
					verify<=0;
				end
				1:begin 
					if(dig_count==4) begin 
						state <= 2;
						waiting<=0;
						verify<=1;
					end 
				end
				2:begin 
					if(password == passkey) begin
						state <=3;
					end else begin
						state<=4;
					end
					verify<=0;
				end
				3:begin 
					right_wrong_in<=1;
					correct<=1;
					state<=5;
				end
				4:begin 
					right_wrong_in<=1;
					incorrect<=1;
					state<=5;
				end
				5:begin 
					right_wrong_in<=0;
					state<=6;
				end
				6: begin 
					if(right_wrong_out!=1) begin
						state<=0;
						correct<=0;
						incorrect<=0;
					end
				end
				default:begin
					bug<=1;
				end
			  endcase
			  end
		end
endmodule
==> flow/run.sh <==
#!/bin/bash
# OpenROAD 26Q1-2900-gdf79404cd8, Yosys 0.63+post, stock flow scripts
make -C /OpenROAD-flow-scripts/flow DESIGN_CONFIG=/design/flow/config.mk WORK_HOME=/design/flow/orfs finish
==> flow/config.mk <==
export PLATFORM = sky130hd
export DESIGN_NAME = DebitPin
export DESIGN_NICKNAME = DebitPin
export VERILOG_FILES = /design/flow/design.v
export SDC_FILE = /design/flow/constraint.sdc
export NUM_CORES = 4
export LEC_CHECK = 1
export CORE_UTILIZATION = 30
==> flow/constraint.sdc <==
current_design DebitPin

set clk_period 1.7
set clk_io_pct 0.2

create_clock -name clk0 -period $clk_period [get_ports {clk}]

set non_clock_inputs [all_inputs -no_clocks]
set_input_delay [expr $clk_period * $clk_io_pct] -clock clk0 $non_clock_inputs
set_output_delay [expr $clk_period * $clk_io_pct] -clock clk0 [all_outputs]
==> results.sh <==
# physical design summary
export IMPL_run_status="finished, violations left"
export IMPL_violations="negative setup slack"
export IMPL_chip_area_in_the_yosys_report_um2=2550
export IMPL_postSynthCellCount=264
export IMPL_worstPathArrival_ns=2.06
export IMPL_rr_startpoint="pinchk.holdLED.counter[2]"
export IMPL_antenna_found_initial=0
export IMPL_worst_setup_path_startpoint="pinchk.holdLED.counter[2]"
export IMPL_grt_overflow_total=0
export IMPL_clock_latency_ns=0.31
export IMPL_shortest_period_the_worst_path_allows_ns=1.82
export IMPL_maxCapViolCount=0
export IMPL_wl_per_cell_um=11.8
export IMPL_synth_top_area_share_pct=27.5
export IMPL_syn_area_per_cell_um2=9.65
export IMPL_slew_limit_headroom_pct=74.5
export IMPL_timing_critical_path_fanout_max=5
export IMPL_achievable_frequency_mhz=548
export IMPL_total_leakage_power_nw=1.38
export IMPL_io_buffer_count=9
export IMPL_yosys_cells=264
export IMPL_worst_slew_pin_slew_ns=0.381
export IMPL_placement_rows=33
export IMPL_utilization_pct=40.1
export IMPL_core_area_um2=8220
export IMPL_ant_nets=0
export IMPL_holdCritPathClass="reg2async"
export IMPL_die_size_x_um=94.2
export IMPL_netlist_top_cells_area="sky130_fd_sc_hd__dfrtp_1, sky130_fd_sc_hd__dfxtp_1, sky130_fd_sc_hd__edfxtp_1"
export IMPL_chipArea_um2=8860
export IMPL_cts_tree="done"
export IMPL_rsz0062_at_grt="true"
export IMPL_enable_flop_cells=6
export IMPL_dr_pass1_iters=4
export IMPL_route_vias_total=2100
export IMPL_cp_start_kind="flip-flop"
export IMPL_synth_top_flop_cell="sky130_fd_sc_hd__dfrtp_1"
export IMPL_synth_seq_area_share_pct=51.1
export IMPL_cts_made_buffers=5
export IMPL_post_synth_top_area_cell="sky130_fd_sc_hd__dfrtp_1"
export IMPL_dr_first_iter_drc_count=99
export IMPL_cts_root_buffer_cell="sky130_fd_sc_hd__clkbuf_8"
export IMPL_syn_to_final_growth_pct=29.5
export IMPL_h_tree_depth=2
export IMPL_final_max_slew_violation_count=0
export IMPL_reg2reg_depth=5
export IMPL_fp_utilization_pct=31.0
export IMPL_first_pass_grt_wire_length_um=8990
export IMPL_yosys_warnings=3
export IMPL_finalClockPeriodUsage_pct=107
export IMPL_drc=0
export IMPL_powerDensity_nw_per_um2=667
export IMPL_die_size_y_um=94.2
export IMPL_finalWeightedCongestion=0.809
export IMPL_timing_critical_path_required_ns=1.94
export IMPL_asyncSetResetFlopFracSynth_pct=50.9
export IMPL_setup_worst_path_end_class="flip-flop"
export IMPL_finalWorstSetupSlack_ns=-0.124
export IMPL_count_of_state_elements_after_synthesis=55
export IMPL_hold_violations=0
export IMPL_via_per_inst=4.92
export IMPL_count_of_warning_messages_emitted_by_the_tools=30
export IMPL_hpwl_after_detailed_placement_um=3660
export IMPL_grt_max_degree=23
export IMPL_worst_clock_skew_ns=0.00753
export IMPL_setup_viol=20
export IMPL_route_antenna_diode_count=0
export IMPL_path_class="reg2reg"
export IMPL_post_synth_num_cell_types=51
export IMPL_power_ir_vdd_worst_mv=0.487
export IMPL_post_synth_instance_area_um2=2550
export IMPL_power_total_w=0.00220
export IMPL_clk_sinks=55
export IMPL_worst_setup_hold_path_clk_slew_ns=0.11
export IMPL_number_of_primary_i_o_pins=11
export IMPL_rr_endpoint="pinchk.holdLED.counter[16]"
export IMPL_first_global_vias=2034
export IMPL_totalWireLength_um=5030
export IMPL_grt_usage_pct=12.8
export IMPL_reg2reg_slack_ns=-0.12
export IMPL_clock_tree_buffer_depth=2
export IMPL_drive_gt1_share_pct=24.5
## flip-flops by register name, summed over array words and instances, names as in the netlist
name	count
pinchk.bug	1
pinchk.right_wrong_in	1
pinchk.correct	1
pinchk.holdLED.counter	28
pinchk.state	7
pinchk.digit_stw	2
pinchk.password	8
pinchk.dig_count	3
pinchk.waiting	1
pinchk.firstDigit	1
pinchk.secondDigit	1
pinchk.incorrect	1
## worst max-delay path: stages, from the launching register on
cell                      delay, ns
sky130_fd_sc_hd__dfrtp_1       0.41
sky130_fd_sc_hd__nand4_4       0.13
sky130_fd_sc_hd__or4_4         0.60
sky130_fd_sc_hd__buf_6         0.16
sky130_fd_sc_hd__or3_4         0.32
sky130_fd_sc_hd__a21oi_2       0.14
## how the worst max path moves through the flow
stage | endpoint | slack, ns | cells past startpoint
after global routing | pinchk.holdLED.counter[16] | -0.16 | 6
final | pinchk.holdLED.counter[16] | -0.12 | 5
after CTS | pinchk.holdLED.counter[16] | -0.13 | 5
## metrics by stage
step	area (um^2)	setup slack (ns)	TNS (ns)	hold slack, ns	instances
2_1_floorplan	2570	-0.0600	-0.188	0.375	264
3_3_place_gp	3070	-0.142	-2.69	0.133	413
3_5_place_dp	3070	-0.172	-3.30	0.124	413
4_1_cts	3190	-0.126	-0.851	0.139	422
5_1_grt	3300	-0.164	-2.41	0.160	427
6_report	3300	-0.124	-0.767	0.125	427
## logic make-up after synthesis
family / synth area share, %
and+or+nand+nor: 25.1
AOI/OAI and AO/OA: 13.7
DFF: 51.1
buffers and inverters: 3.29
xor gates and xnor gates: 4.13
muxes: 1.18
adders and majority gates: 1.47
## cell usage after synthesis, types with 2 or more instances
cell,count
sky130_fd_sc_hd__a211oi_1,2
sky130_fd_sc_hd__o31ai_1,5
sky130_fd_sc_hd__or4_1,5
sky130_fd_sc_hd__dfrtp_1,28
sky130_fd_sc_hd__and2_1,5
sky130_fd_sc_hd__xor2_1,6
sky130_fd_sc_hd__nor3_1,6
sky130_fd_sc_hd__or3_1,6
sky130_fd_sc_hd__inv_1,10
sky130_fd_sc_hd__dfxtp_1,21
sky130_fd_sc_hd__nor2_1,24
sky130_fd_sc_hd__xnor2_1,6
sky130_fd_sc_hd__nor4bb_1,2
sky130_fd_sc_hd__and3_1,3
sky130_fd_sc_hd__a21oi_1,16
sky130_fd_sc_hd__or2_2,2
sky130_fd_sc_hd__nand4_1,3
sky130_fd_sc_hd__or4_4,2
sky130_fd_sc_hd__and4_1,2
sky130_fd_sc_hd__clkbuf_1,5
sky130_fd_sc_hd__buf_6,2
sky130_fd_sc_hd__edfxtp_1,6
sky130_fd_sc_hd__ha_1,3
sky130_fd_sc_hd__nand2_1,29
sky130_fd_sc_hd__mux2i_1,3
sky130_fd_sc_hd__nand3_1,19
sky130_fd_sc_hd__nor4_1,2
sky130_fd_sc_hd__o41ai_1,2
sky130_fd_sc_hd__a22oi_1,2
sky130_fd_sc_hd__a31oi_1,2
sky130_fd_sc_hd__o21ai_0,15
## final cells by class
cell class / count / area (um^2)
sequential: 55 / 1300
fill: 794 / 4920
clock inverter: 3 / 28.8
inverter: 10 / 37.5
clock buffer: 5 / 68.8
multi-input combinational: 191 / 1260
timing repair buffer: 58 / 465
tap: 105 / 131
## power breakdown
part	total, W	internal [W]	switching (W)	leakage (nW)
combinational	0.0000822	0.0000437	0.0000385	0.737
sequential	0.00136	0.00134	0.0000208	0.591
clock	0.000759	0.000306	0.000453	0.0502
total	0.00220	0.00169	0.000512	1.38
## layout by cell type (no fill, tap or decap), drive strengths merged, types with 4 or more instances in the layout
cell | netlist | final
buf | 3 | 49
nand2 | 29 | 29
dfrtp | 28 | 28
nor2 | 24 | 24
dfxtp | 21 | 21
nand3 | 19 | 19
a21oi | 16 | 16
o21ai | 15 | 15
inv | 10 | 11
clkdlybuf4s50 | 0 | 9
or4 | 7 | 7
nor3 | 6 | 6
xnor2 | 6 | 6
xor2 | 6 | 6
edfxtp | 6 | 6
or3 | 6 | 6
and2 | 5 | 5
clkbuf | 5 | 5
o31ai | 5 | 5
nand4 | 5 | 5
and3 | 4 | 4
## timing repair
action,in CTS,in global routing
hold endpoints to repair,0,0
setup endpoints to repair,31,29
gates resized,5,13
buffers inserted,1,5
hold buffers,0,0
pin swaps,2,7
## per-layer routing
layer | global-route usage (%) | share of wire (%) | up-vias
li1 | - | - | 1075
met1 | 18.6 | 50 | 997
met2 | 21.0 | 47 | 26
met3 | 2.22 | 2.7 | 2
met4 | 1.28 | 0.16 | 0
met5 | 0 | 0 | -
Power figures rest on the tool's default switching activity, not on a simulated workload.
